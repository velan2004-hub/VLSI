===== /design/flow/design.v =====
module counter_sync(input wire clk, rst, output reg [3:0] Q);
    always @(posedge clk) begin
        if (rst) Q <= 0;
        else Q <= Q + 1;
    end
endmodule

===== /design/flow/run.sh =====
#!/bin/bash
# OpenROAD 26Q1-2900-gdf79404cd8, Yosys 0.63+post, stock flow scripts
make -C /OpenROAD-flow-scripts/flow DESIGN_CONFIG=/design/flow/config.mk WORK_HOME=/design/flow/orfs finish

===== /design/flow/config.mk =====
export PLATFORM = sky130hd
export DESIGN_NAME = counter_sync
export DESIGN_NICKNAME = counter_sync
export VERILOG_FILES = /design/flow/design.v
export SDC_FILE = /design/flow/constraint.sdc
export NUM_CORES = 4
export LEC_CHECK = 1
export CORE_AREA = 10 10 70 70
export DIE_AREA = 0 0 80 80

===== /design/flow/constraint.sdc =====
current_design counter_sync

set clk_period 1.2
set clk_io_pct 0.2

create_clock -name clk0 -period $clk_period [get_ports {clk}]

set non_clock_inputs [all_inputs -no_clocks]
set_input_delay [expr $clk_period * $clk_io_pct] -clock clk0 $non_clock_inputs
set_output_delay [expr $clk_period * $clk_io_pct] -clock clk0 [all_outputs]

==> summary.txt <==
The following summarizes the physical implementation.

Setup path
The largest driver fanout on the critical path is 3. The OpenROAD report gives the critical path a data arrival time of just over 0.8 ns. The number of buffers and inverters on the critical path is 1.

Walking the worst path, the cells encountered are dlygate4sd2_1. STA puts the critical path data required time at roughly 0.96 ns. The critical path's slowest stage uses the library cell sky130_fd_sc_hd__dfxtp_1.

The highest cell delay on the worst timing path is 0.35 ns. The worst setup path is captured at a primary output. The setup path with the least slack is of type flip-flop to primary output. The number of cell instances on the worst register-to-register path is 3.

STA classifies the critical path startpoint as a flip-flop. All stages included, the depth of the critical timing path comes to 1. The critical path's top delay family is flip-flops.

Power and ir drop
In this run the VDD rail shows a maximum IR drop of about 180 µV. The static power due to leakage is between 0.1 and 0.15 nW. Per the breakdown, switching nets consume 20.29% of all power.

The flow reports that the clock network draws between 40 and 50% of the design power. The report lists the power per cell area as approximately 1200 mW/mm². Internal power comes to roughly 0.28 mW. Total power for the finished layout comes to ~0.35 mW. For this design the total switching power over the nets is 0.07156 mW.

The fraction of power consumed by sequential logic is a little over two fifths. The flow reports that combinational logic draws 11.0% of the design power.

Floorplanning
The placement row count is 21. In this run the horizontal extent of the chip is 80 µm. For this configuration, the core starts out at a cell density of under 10%. The total I/O pin count is 6.

The die is ~80 µm tall. After floorplanning, the core was sized to cover between 0.003 and 0.004 mm². According to the floorplan report, the total die area is 0.006400 mm².

Job
In this run the tools logged warnings totalling 25. Max-cap violations in this run came to 0.

Placed design
The weighted congestion reported at the end of routability-driven placement is roughly 0.7. The pre-CTS setup slack is roughly 0.029 ns. The instance area at placement is approximately 260 µm². As logged by OpenROAD, the buffers inserted on ports number 5.

Per the placement report, the placed cell count is ~65.

Route
For this block, the via count after detailed routing is between 100 and 150. The wire length per cell after detailed routing is 5.549 µm. The final antenna-violating net count is 0. Per the log, the first TritonRoute iteration ended with a DRC count of 0. The iteration tally of the first detailed-router pass is 1. Dividing the detail-routed via count by the number of cells gives ~2. The repair_antennas step left the layout with diodes totalling 0. The post-route DRC violation count is 0. In the post-route report, total wirelength is listed as around 390 µm.

STA
The total of endpoints with negative setup slack in the final report is 0. The final hold slack is around 0.51 ns. For the final database, setup skew stands at ~0.0013 ns.

Setup slack on the critical path of the routed design comes to between 0.15 and 0.2 ns. Setup repair after global routing left no endpoint under its margin. After routing, the total negative slack on setup checks comes to 0 ns. Counting endpoints that fail hold in the final report gives 0.

The max-slew violation total from the final report is 0. The routed design could run at a clock period as short as ~1.0 ns. Per the timing report, the achievable frequency comes out to roughly 0.95 GHz. The measured slew at the worst slew-check pin is ~0.13 ns. Headroom to the max-slew limit came out at 91.44%.

The portion of the clock cycle consumed by the worst path in the final layout is between 80% and 90%.

Synthesis
The share of the Yosys chip area taken by registers is between 50% and 60%. The area of the mapped netlist is 145.1 µm². Counting the warning lines in the Yosys log gives 1. The flop and latch count out of synthesis is 4. The number of instances in the synthesized netlist is 13. After synthesis, the netlist uses 7 different library cells. The area share of the largest cell type after synthesis is between 50% and 60%.

After synthesis, the cell types taking the most area are sky130_fd_sc_hd__dfxtp_1 55%, sky130_fd_sc_hd__mux2_4 10%, sky130_fd_sc_hd__ha_1 8.6%. A synthesized cell averages roughly 11 µm². The total cells reported by yosys after synthesis is 13. Per the synthesis report, the dominant area consumer among library cells is sky130_fd_sc_hd__dfxtp_1. The stat command in Yosys gives a chip area of about 150 µm².

Layout
In the final layout, the registers with the most flip-flops are Q (4). The sequential cell area is between 80 and 90 µm². Per the layout area report, the combinational gate area comes to about 65 µm².

The post-route core utilization is just under 9%. The post-route non-filler standard cell count is a little over 70. Ranked by flip-flop count, first place goes to Q. The flip-flop count of the largest register, all copies and words added is 4. The final design area excluding fillers is 304.0 µm².

The layout summary lists the proportion of cells stronger than drive strength 1 as 44.00%. Compared with the post-synthesis result, the final layout area differs by 109.5%. After filler insertion, the fill cell instance count of the layout stands at 404.

Hold path
Note that the worst hold path type here is flip-flop to flip-flop. The worst hold path depth is 2.

Clock tree
Looking at the clock tree report, the H-tree level count equals 1. The number of CTS-inserted buffers is 3. The clock insertion delay at the later pin of the skew report is ~0.23 ns. CTS reports a maximum clock tree buffer depth of 2. The clock transition time at the flip-flop clock pins of the worst setup and hold paths is roughly 0.040 ns.

TritonCTS built the clock tree. The library cell used as clock root buffer is sky130_fd_sc_hd__clkbuf_4. The number of clock sinks seen by CTS is 4.

Global routing
The via count of the first global-routing pass came to around 160. The pin count of the biggest net entering global routing is 4. The first global-routing pass estimated approximately 690 µm of wire.

The initial antenna violation count is 0. For this run the aggregate overflow at the end of global routing stands at 0. The global-route total usage across every layer is around 1.5%.

Status
The flow ran to the end, and the final reports show no timing, DRC or antenna violations.
## logic make-up after synthesis
family        Yosys count  share of synthesized area, %
mux                     1                         10.34
fa+ha+maj               1                         8.619
flops                   4                         55.17
xor+xnor                1                         6.036
simple gates            6                         19.82
## path summary, 6_finish.rpt
kind | slack [ns] | startpoint | to
hold reg to reg | 0.51 | Q[0] | Q[0]
hold / removal | 0.51 | Q[0] | Q[0]
setup / recovery | 0.15 | Q[1] | Q[1]
setup reg to reg | 0.26 | Q[0] | Q[1]
## layout make-up
type / instances / share of cell area, %
well taps: 46 / 18.93
multi-input cells: 9 / 21.40
flip-flops and latches: 4 / 27.57
repair buffers: 9 / 24.69
clock buffers: 3 / 7.407
## metal layers
layer  global-route usage, %  routed length, µm  vias to the layer above
met3                   2.159                107                        0
met5                       0                  0                        -
met1                   1.262                148                       65
li1                        -                  -                       66
met2                   1.846                138                        9
met4                  0.5282                  0                        0
## cells in the final DEF (no fill, tap or decap), drive strengths merged
cell type | netlist | layout
buf | 0 | 4
clkbuf | 0 | 3
clkdlybuf4s50 | 0 | 1
dfxtp | 4 | 4
dlygate4sd2 | 0 | 4
ha | 1 | 1
mux2 | 1 | 1
nand3 | 1 | 1
nor2 | 3 | 3
nor2b | 2 | 2
xnor2 | 1 | 1
## Yosys cell counts (all sizes together)
library cell,instances
xnor2,1
nand3,1
mux2,1
nor2,3
dfxtp,4
ha,1
nor2b,2
## power by group through the flow
stage	clock network, mW	registers (mW)	logic (mW)
4_1_cts	0.176	0.149	0.0404
5_1_grt	0.188	0.150	0.0450
6_report	0.165	0.149	0.0387
## what timing repair did
item,4_1_cts,5_1_grt
setup endpoints to repair,4,0
hold buffers,0,0
setup buffers,3,0
gates resized,7,0
Power and IR drop assume default switching activity.
