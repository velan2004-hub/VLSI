$ cat /design/flow/design.v
module counter_down(input wire clk, rst, output reg [3:0] Q);
    always @(posedge clk) begin
        if (rst) Q <= 4'b1111;
        else Q <= Q - 1;
    end
endmodule
$ cat /design/flow/constraint.sdc
current_design counter_down

set clk_period 1.5
set clk_io_pct 0.2

create_clock -name clk0 -period $clk_period [get_ports {clk}]

set non_clock_inputs [all_inputs -no_clocks]
set_input_delay [expr $clk_period * $clk_io_pct] -clock clk0 $non_clock_inputs
set_output_delay [expr $clk_period * $clk_io_pct] -clock clk0 [all_outputs]
$ cat /design/flow/config.mk
export PLATFORM = sky130hd
export DESIGN_NAME = counter_down
export DESIGN_NICKNAME = counter_down
export VERILOG_FILES = /design/flow/design.v
export SDC_FILE = /design/flow/constraint.sdc
export NUM_CORES = 4
export LEC_CHECK = 1
export CORE_AREA = 10 10 70 70
export DIE_AREA = 0 0 80 80
$ cat /design/flow/run.sh
#!/bin/bash
# OpenROAD 26Q1-2900-gdf79404cd8, Yosys 0.63+post, stock flow scripts
make -C /OpenROAD-flow-scripts/flow DESIGN_CONFIG=/design/flow/config.mk WORK_HOME=/design/flow/orfs finish
==> notes.md <==
Latest figures from synthesis and place and route.

Total power for the finished layout comes to 0.280 mW. The first-pass GRT wire length is 662 µm. Among all stages on the critical path, the largest delay is contributed by sky130_fd_sc_hd__clkdlybuf4s50_1. The TritonCTS clock tree is built. The TritonCTS buffer count is 3. As reported, the later end of the worst-skew pair has a clock insertion delay of 230 ps.

The minimum clock period after layout is 1400 ps. The number of hold violations in the final report is 0. For this run, the number of Yosys warnings is 1. The type of the worst setup path is reg -> out.

The kind of launch point of the worst setup path is a flip-flop. The worst register-to-register path begins at Q[1]. Total power normalized to cell area comes to 1000 mW/mm². The required time at the endpoint of the critical path is 1200 ps. The synthesis stat section lists a flop and latch total of 4. The hold buffer count at cts is 0. The total tool warning count is 25. The worst setup path is captured at a primary output.

The leftover overflow at the end of global routing is 0. The final weighted congestion recorded by global placement is 0.655. The final layout report lists a filler cell count of 406.

For reference, the clock transition at the flip-flops on the worst setup and hold paths is 40 ps. The static leakage power is 0.103 nW. The post-route worst hold slack is 429 ps.

The synthesis stats list as the most numerous cell sky130_fd_sc_hd__dfxtp_1. The number of antenna violations at the first check in global routing is 0. Once detail routing completed, the nets flagged for antenna violations numbered 0. The number of ports placed on the die boundary is 6. For this run, global-route usage on met1 was measured as 0.0166. The die is 80 µm wide. The most critical setup path has its endpoint at Q[2].

The finished cells cover 280 µm². The met2 track demand over resource is 0.00963. The buffer cell driving the clock tree root is sky130_fd_sc_hd__clkbuf_4. The max capacitance violation total is 0. The layout-stage area growth over the synthesis result is 88.2%. The share of synthesized area in the top cell type comes to 0.538. The endpoint arrival time on the critical path is 1100 ps.

The area of the core is 0.00342 mm². In the floorplan report the effective utilization is 0.0436. Entering global routing, the biggest net connects 6 pins. The script logs the ratio of routed vias to standard cells as 1.79. The met3 track demand over resource in global routing is 0.0261. Yosys mapped the design onto 8 distinct sky130hd cell types. The synthesized design contains 0 enable-type register cells.

Among all stages on the critical path, the maximum delay recorded is 490 ps. The critical path maximum fanout is 4. The peak supply drop is 0.000169 V. The number of core rows is 21. The cell area after synthesis is 149 µm². The relative slew slack is 0.866.

In the final timing run, aggregate negative setup slack is 0 ps. The detailed-route wire length is 394 µm. Post-synthesis, Yosys gives the total cell area as 149 µm². The first detailed-routing pass took 2 iterations. In the final layout, the registers with the most flip-flops are Q x4. The average detailed-routed wire length per instance is 5.79 µm. The number of global-route vias before repair is 143.

The post-route utilization of the core is recorded as 0.0821. Setup repair after global routing left no endpoint under its margin. Counting instances in the post-synthesis netlist gives the leading cell types as sky130_fd_sc_hd__dfxtp_1, sky130_fd_sc_hd__nand2b_1, sky130_fd_sc_hd__inv_1. The final worst slack is 99.3 ps. The average footprint of a synthesized cell is 10.6 µm². In this run the number of cells on the critical path is 1. The cell count of the worst reg-to-reg path is 2.

The buffer and inverter count on the worst path is 1. The post-place instance area is 256 µm². Per the log, the first TritonRoute iteration ended with a DRC count of 9. The flip-flop count of the largest register after layout is 4.

The die footprint is 0.00640 mm². The final-report max-slew violation count is 0. The total number of H-tree levels is 1. Per the GRT log, the top usage layer is met3.

The transition time at the pin with the least slew margin is 199 ps. For reference, the critical path cell chain is clkdlybuf4s50_1. The number of cells produced by synthesis is 14. Grouping stages by cell kind, the critical path spends the most delay in buffers and inverters.

The proportion of synthesized chip area in sequential cells is 0.538. The synthesis report gives the async set-or-reset register share as 0. In the global route stage, overall resource usage came out at 0.0146. The run finished with clean final reports. The worst-case clock skew is 1.18 ps. The number of antenna diodes is 0. In the final layout, the share of cells above drive strength 1 is 0.182.

The number of cells reported by Yosys stat comes to 14. More flip-flops sit in one register than any other, and that register is Q. For this block, the via count after detailed routing is 122.

The cell taking the most area after synthesis is sky130_fd_sc_hd__dfxtp_1. Across all register-to-register paths, the minimum setup slack is 470 ps. Of the available clock period, the critical path in the final layout requires 0.934. The placement-stage worst setup slack is 240 ps.

Ranked by total cell area, the synthesized netlist is headed by sky130_fd_sc_hd__dfxtp_1, sky130_fd_sc_hd__nand2b_1, sky130_fd_sc_hd__ha_1, sky130_fd_sc_hd__o31a_1, sky130_fd_sc_hd__xnor2_1. The buffers inserted during post-CTS setup optimization is 0. The count of input and output buffers is 5. For reference, the critical path is launched at Q[2]. For this design, the sink count on the clock tree is 4. The number of gates given a new drive strength after cts is 0.

For this run, the top clock speed supported by timing is 0.714 GHz. The chip height is 80 µm. According to the hold report, the worst path is of the reg -> reg type. The routed layout reports a DRC error count of 0. The top flip-flop cell by instance count after synthesis is sky130_fd_sc_hd__dfxtp_1. The non-filler instance count after layout is 68. The final timing report counts setup violations totalling 0.

Per the timing report, the most critical flop-to-flop path finishes at Q[3]. The post-placement cell count is 65. The buffer depth of the longest clock path is 2.
final cells by class:
class                           instances  area [µm²]  share of cell area
Timing Repair Buffer                    5        50.0               0.179
Inverter                                2        7.51              0.0268
Sequential cell                         4        81.3               0.290
Tap cell                               46        57.6               0.205
Multi-Input combinational cell          8        61.3               0.219
Clock buffer                            3        22.5              0.0804
cells in the final DEF, fill, tap and decap left out:
cell / Yosys / routed
sky130_fd_sc_hd__xnor2_1: 1 / 1
sky130_fd_sc_hd__clkdlybuf4s50_1: 0 / 5
sky130_fd_sc_hd__nor4_1: 1 / 1
sky130_fd_sc_hd__nand2b_1: 3 / 3
sky130_fd_sc_hd__ha_1: 1 / 1
sky130_fd_sc_hd__dfxtp_2: 0 / 1
sky130_fd_sc_hd__dfxtp_1: 4 / 3
sky130_fd_sc_hd__or3_1: 1 / 1
sky130_fd_sc_hd__clkbuf_4: 0 / 3
sky130_fd_sc_hd__inv_1: 2 / 2
sky130_fd_sc_hd__o31a_1: 1 / 1
metal layers:
metal | vias to the layer above | share of wire
met5 | - | 0
met4 | 0 | 0
met3 | 0 | 0.27
met2 | 8 | 0.19
met1 | 52 | 0.54
li1 | 62 | -
worst min path at each step:
stage	from	endpoint	slack, ps	depth (start not counted)
after CTS	Q[0]	Q[0]	460	1
final	Q[0]	Q[0]	430	1
after global routing	Q[0]	Q[0]	460	1
cell families (layout without fill, tap and decap cells):
| group | count (synthesis) | after routing | synth area share |
|---|---|---|---|
| AND/OR/NAND/NOR | 5 | 5 | 0.210 |
| XOR/XNOR | 1 | 1 | 0.0588 |
| AND-OR/OR-AND | 1 | 1 | 0.0588 |
| adder cells (fa/ha/maj) | 1 | 1 | 0.0840 |
| buffers and inverters | 2 | 10 | 0.0504 |
| flip-flops | 4 | 4 | 0.538 |
power breakdown:
group          switching [mW]  leakage [nW]  internal, mW
Clock                  0.0410        0.0138        0.0893
Sequential            0.00770        0.0328         0.114
Combinational         0.00801        0.0565        0.0198
Total                  0.0567         0.103         0.224
Power is estimated from default activity; no workload was simulated.
