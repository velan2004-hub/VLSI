--- flow/constraint.sdc ---
current_design counter_async

set clk_period 1.5
set clk_io_pct 0.2

create_clock -name clk0 -period $clk_period [get_ports {clk}]

set non_clock_inputs [all_inputs -no_clocks]
set_input_delay [expr $clk_period * $clk_io_pct] -clock clk0 $non_clock_inputs
set_output_delay [expr $clk_period * $clk_io_pct] -clock clk0 [all_outputs]
--- flow/design.v ---
module counter_async(input wire clk, rst, output reg [3:0] Q);
    always @(posedge clk or posedge rst) begin
        if (rst) Q <= 0;
        else Q <= Q + 1;
    end
endmodule
--- flow/config.mk ---
export PLATFORM = sky130hd
export DESIGN_NAME = counter_async
export DESIGN_NICKNAME = counter_async
export VERILOG_FILES = /design/flow/design.v
export SDC_FILE = /design/flow/constraint.sdc
export NUM_CORES = 4
export LEC_CHECK = 1
export CORE_AREA = 10 10 70 70
export DIE_AREA = 0 0 80 80
--- flow/run.sh ---
#!/bin/bash
# OpenROAD 26Q1-2900-gdf79404cd8, Yosys 0.63+post, stock flow scripts
make -C /OpenROAD-flow-scripts/flow DESIGN_CONFIG=/design/flow/config.mk WORK_HOME=/design/flow/orfs finish
==> flow_summary.ini <==
; yosys + openroad results
[yosys]
synth.area.top_cells = sky130_fd_sc_hd__dfrtp_1 70%, sky130_fd_sc_hd__ha_1 8.8%, sky130_fd_sc_hd__xnor2_1 6.1%, sky130_fd_sc_hd__xor2_1 6.1%, sky130_fd_sc_hd__inv_1 5.3%
post_synth_inst_count = 10
synthXorXnorAreaFrac = 0.123
yosysWarnings = 1
yosys.area.top_type = sky130_fd_sc_hd__dfrtp_1
yosys-stat-cells = 10
post_synth_instance_area_um2 = 143
top_cell_area_share = 0.702
yosys_area_um2 = 143
post_synth_main_logic_family = XOR/XNOR gates
yosysUniqueCellTypes = 6
synth-simple-area-share = 0.0351
ys.flops = 4
ys_seq_frac = 0.702
synth_compound_gate_area_share = 0
mux_area_frac = 0
postSynthAreaPerCell_um2 = 14.3
post_synth_fa_ha_maj_area_fraction = 0.0877

[final_timing]
period_utilization = 0.929
timing.final.setup_violations = 0
worst_slew_pin_slew_ns = 0.149
timing.max_slew.rel_slack = 0.901
rsz_0062_raised_after_global_routing = false
finalCriticalPeriod_ns = 1.39
totalNegativeSetupSlack_ns = 0
finalMaxSlewViolations = 0
worst_clock_skew_ns = 0.00450
fmax_mhz = 718
hold_viol = 0

[pwr]
power.total_mw = 0.243
leakage_nw = 0.122
vdd.ir_drop.worst_uv = 449
power_density_nw_per_um2 = 866

[layout]
regMostFlops = Q
final_area_um2 = 280
number_of_flip_flops_under_the_largest_register_name = 4
layout_top_cells_excl_fill_tap = 5 x sky130_fd_sc_hd__clkdlybuf4s50_1, 4 x sky130_fd_sc_hd__dfrtp_1, 3 x sky130_fd_sc_hd__clkbuf_4
layout.cells.most_common = sky130_fd_sc_hd__clkdlybuf4s50_1
synthToLayoutAreaGrowth_pct = 96.5
top_regs = Q x4
post-route-util = 0.0821
drive_above_1_share = 0.211
fin_cells = 65
fillers = 408

[placement]
place.gp.congestion = 0.641
post_dp_cell_area_um2 = 250
cell_count_after_placement = 61
portbufs = 5

[global_routing]
grt_overflow_total = 0
global_route_wire_length_before_repair_um = 648
number_of_global_route_vias_before_repair = 128
antenna_found_initial = 0
gr-usage-all-layers = 0.0139
grt_max_degree = 5

[clock_tree]
clkTransAtPathRegs_ns = 0.04
numCtsBuffers = 3
htreeDepth = 1
number_of_clock_sinks = 4
clock_insertion_delay_worst_skew_ns = 0.23
ctsLongestPathBuffers = 2
cts.root.buffer_cell = sky130_fd_sc_hd__clkbuf_4
cts_resized = 0
cts_tree = built

[min_path]
hold_class = in -> async

[worst_setup_path]
cp_cell_sequence = clkdlybuf4s50_1
type_of_destination_of_the_critical_path = output pin
timing.critical_path.max_delay_family = buffers and inverters
path_max_fanout = 2
critPathSlowestCell = sky130_fd_sc_hd__clkdlybuf4s50_1
cp_data_arrival_time_ns = 1.09
crit_path_start_kind = register
setup.worst_path.class = reg -> out
timing.critical_path.required_ns = 1.20
cpPeakStageDelay_ns = 0.51
regToRegSetupSlack_ns = 0.64
crit_buf_inv = 1

[floorplan]
coreArea_um2 = 3420
horizontal_die_size_um = 80
core.rowCount = 21
initial_core_util = 0.0418
die_height_um = 80
io_pins = 6
design.die.area_um2 = 6400

[routing]
wire_per_inst_um = 6.06
antenna_cells = 0
dr_total_vias = 99
detail_route.first_pass.iterations = 1
number_of_design_rule_violations_left_by_the_first_detailed_router_iteration = 0
postRouteAntennaNets = 0
remaining_drc_errors = 0
viasPerCell = 1.52
wirelength_um = 394

[run_status]
status = complete, no violations

[run]
max-cap-violations = 0
warning_count = 25
[worst paths after layout]
path / startpoint / endpoint / cells past startpoint
worst max-delay path: Q[3] / Q[3] / 1
worst min-delay path: rst / Q[3] / 2
worst max register to register: Q[0] / Q[2] / 2
worst min register to register: Q[0] / Q[0] / 1
max in group asynchronous: rst / Q[0] / 2
min in group clk0: Q[0] / Q[0] / 1
[metal layers]
layer,GRT usage,part of all wire
met1,0.0207,0.61
met2,0.0112,0.24
met3,0.0148,0.15
met4,0.00352,0
met5,0,0
[power by group]
group,total [mW],internal (mW),switching [mW]
Clock,0.130,0.0892,0.0404
Sequential,0.109,0.109,0
Combinational,0.00466,0.00244,0.00222
[synthesized netlist by cell type]
cell type	instances
sky130_fd_sc_hd__ha_1	1
sky130_fd_sc_hd__xnor2_1	1
sky130_fd_sc_hd__nand3_1	1
sky130_fd_sc_hd__dfrtp_1	4
sky130_fd_sc_hd__xor2_1	1
sky130_fd_sc_hd__inv_1	2
[cell type report]
class / instances / area [µm²] / share of cell area
repair buffers: 6 / 57.6 / 0.205
clock buffers: 3 / 22.5 / 0.0804
flip-flops and latches: 4 / 100 / 0.357
well taps: 46 / 57.6 / 0.205
inverters: 2 / 7.51 / 0.0268
multi-input cells: 4 / 35.0 / 0.125
[metrics by stage]
stage          worst slack (ns)  hold slack (ns)
2_1_floorplan             0.679           0.0661
3_3_place_gp              0.316            0.455
3_5_place_dp              0.295            0.466
4_1_cts                  0.0413            0.251
5_1_grt                  0.0455            0.265
6_report                  0.107            0.254
[worst register-to-register path: stages, from the launching register on]
cell                      delay (ns)
sky130_fd_sc_hd__dfrtp_1        0.40
sky130_fd_sc_hd__ha_1           0.22
sky130_fd_sc_hd__xor2_1         0.14
[cell families after synthesis]
kind of cell / count (synthesis)
xor gates and xnor gates: 2
buffers and inverters: 2
and+or+nand+nor: 1
DFF: 4
adders and majority gates: 1
[what timing repair did]
action | 4_1_cts | 5_1_grt
hold buffers | 0 | 0
endpoints found under the setup margin | 0 | 1
buffers inserted | 0 | 1
